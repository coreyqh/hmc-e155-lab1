--- design/flow/constraint.sdc ---
current_design seven_seg_dec

set clk_period 1.1
set clk_io_pct 0.2

create_clock -name clk0 -period $clk_period

set non_clock_inputs [all_inputs -no_clocks]
set_input_delay [expr $clk_period * $clk_io_pct] -clock clk0 $non_clock_inputs
set_output_delay [expr $clk_period * $clk_io_pct] -clock clk0 [all_outputs]
--- design/flow/config.mk ---
export PLATFORM = sky130hd
export DESIGN_NAME = seven_seg_dec
export DESIGN_NICKNAME = seven_seg_dec
export VERILOG_FILES = /design/flow/design.v
export SDC_FILE = /design/flow/constraint.sdc
export NUM_CORES = 4
export LEC_CHECK = 1
export CORE_AREA = 10 10 70 70
export DIE_AREA = 0 0 80 80
--- design/flow/design.v ---
module seven_seg_dec #(parameter ACTIVE_LOW = 1'b1) (
    input  logic [3:0] s,
    output logic [6:0] seg
);
    logic [6:0] seg_int;
    always_comb
        case (s)
            4'h0:    seg_int = 7'b0111111;
            4'h1:    seg_int = 7'b0000110;
            4'h2:    seg_int = 7'b1011011;
            4'h3:    seg_int = 7'b1001111;
            4'h4:    seg_int = 7'b1100110;
            4'h5:    seg_int = 7'b1101101;
            4'h6:    seg_int = 7'b1111101;
            4'h7:    seg_int = 7'b0000111;
            4'h8:    seg_int = 7'b1111111;
            4'h9:    seg_int = 7'b1100111;
            4'ha:    seg_int = 7'b1110111;
            4'hb:    seg_int = 7'b1111100;
            4'hc:    seg_int = 7'b0111001;
            4'hd:    seg_int = 7'b1011110;
            4'he:    seg_int = 7'b1111001;
            4'hf:    seg_int = 7'b1110001;
            default: seg_int = 7'bx;  
        endcase
    if (ACTIVE_LOW) 
        assign seg = ~seg_int;
    else
        assign seg = seg_int; 
endmodule
--- design/flow/run.sh ---
#!/bin/bash
# OpenROAD 26Q1-2900-gdf79404cd8, Yosys 0.63+post, stock flow scripts
make -C /OpenROAD-flow-scripts/flow DESIGN_CONFIG=/design/flow/config.mk WORK_HOME=/design/flow/orfs finish
==> reports/results.tsv <==
stage	metric	value	unit
timing	finalHoldViolCount	0	
run	cap_violations	0	
worst_setup_path	start_kind	input pin	
cells_and_area	flops	0	
global_route	grt_pass1_vias	322	
power	p_sw	0.0886	mW
global_route	grt_use_total	2.75	%
timing	final_max_slew_viol_count	0	
placement	hpwl	646	um
timing	fmax	0.776	GHz
floorplan	fp-utilization	7.44	%
yosys	yosysUniqueCellTypes	18	
floorplan	coreArea	3420	um^2
route	detail_route.iter0.violations	7	
yosys	synth_area	254	um^2
route	drc	0	
cells_and_area	utilization	17.9	%
cells_and_area	post_route_cells_drive_above_1_share	72.4	%
timing	fin_crit	1.29	ns
timing	whs	0.816	ns
timing	fin_crit_sh	117	%
status	status	finished, violations left	
power	leakage	0.246	nW
global_route	use_met1	4.15	%
timing	tightestPinTransition	0.190	ns
status	violations	setup timing	
yosys	avgSynthCellArea	6.86	um^2
power	combPwrFrac	100.0	%
worst_setup_path	worstPathRequired	0.88	ns
route	vias_per_cell	3.09	
floorplan	die_height	80	um
floorplan	ios	11	
route	via_count	321	
placement	gp_congestion	0.710	
route	ant_nets	0	
global_route	top_usage_layer	met1	
yosys	ys_cells	37	
yosys	synth_cells	37	
cells_and_area	syn2layout_area_growth	140	%
power	p_sw_share	41.9	%
global_route	grt_max_degree	10	
power	pwr-share-clk	0	%
worst_setup_path	cp_max_fo	4	
cells_and_area	fill_cells	389	
clocking	postCtsHoldBufs	0	
global_route	antenna_found_initial	0	
global_route	met3_usage	0.568	%
power	p_seq_share	0	%
worst_setup_path	crit_arrival	1.07	ns
timing	setup_ws	-0.189	ns
global_route	grt_overflow_total	0	
route	routed_wl	911	um
route	wl_per_cell	8.76	um
route	insertedDiodeCount	0	
power	p_per_area	346	nW/um^2
power	intPower	0.123	mW
global_route	met2_usage	4.09	%
worst_setup_path	worstSetupPathType	in -> out	
yosys	ys_area	254	um^2
yosys	synth_warnings	1	
worst_setup_path	end_kind	output port	
timing	rsz0062_at_grt	true	
floorplan	num_rows	21	
cells_and_area	mostFrequentLayoutCells	buf_6, buf_2, ha_4	
timing	max_slew_margin	87.2	%
run	warnings	38	
timing	setup_violations	7	
cells_and_area	clock_buffers	0	
worst_hold_path	hold_depth	3	
worst_hold_path	min_from	s[3]	
cells_and_area	lay_top_count	buf_6	
route	drt_pass1_iterations	2	
placement	io_buffers	11	
worst_hold_path	hold_path_end	seg[4]	
global_route	grt_pass1_wl	1520	um
power	max-vdd-ir-drop	116	uV
floorplan	die_w	80	um
yosys	ys_seq_share	0	%
worst_hold_path	worst_hold_path_type	in -> out	
floorplan	die_area	6400	um^2
cells_and_area	final-seq-area	0	um^2
## logic make-up after synthesis
logic type,share of synthesized area (%)
buffers and inverters,14.8
AND/OR/NAND/NOR,23.6
multiplexers,9.85
AND-OR/OR-AND,27.1
adder cells (fa/ha/maj),24.6
## power by group through the flow
stage | logic (mW) | clock network [mW] | registers, mW
after CTS | 0.190 | 0 | 0
final | 0.212 | 0 | 0
after global routing | 0.232 | 0 | 0
## timing repair
action / in CTS / in global routing
setup buffers: 6 / 1
resized: 67 / 11
gates cloned: 0 / 0
endpoints found under the setup margin: 7 / 7
pin swaps: 10 / 4
## worst max-delay path by stage
stage / from / end / slack [ns] / cells past startpoint
after CTS: s[0] / seg[3] / -0.19 / 7
after global routing: s[0] / seg[3] / -0.23 / 7
final: s[0] / seg[3] / -0.19 / 7
## routing by layer
layer	vias up	wire length, um	part of all wire [%]
met5	-	0	0
met4	0	0	0
met3	0	60	6.6
met2	8	358	39
met1	142	492	54
li1	171	-	-
## through the flow
| stage | total power, mW | TNS, ns | std cells | setup slack [ns] | area (um^2) |
|---|---|---|---|---|---|
| final | 0.212 | -0.654 | 104 | -0.189 | 611 |
| after floorplan | 0.0728 | 0 | 37 | 0.00687 | 267 |
| after CTS | 0.190 | -0.572 | 103 | -0.187 | 562 |
| after global placement | 0.154 | -6.48 | 97 | -1.02 | 449 |
| after detailed placement | 0.156 | -6.66 | 97 | -1.04 | 449 |
| after global routing | 0.232 | -0.977 | 104 | -0.227 | 611 |
## cell type report
cell class	count	area (um^2)	area share (%)
well taps	46	57.6	9.43
repair buffers	24	218	35.7
inverters	2	17.5	2.87
multi-input cells	32	318	52.0
## Yosys cell counts
master / n / area share (%)
nand2_1: 6 / 8.9
ha_1: 5 / 25
a21oi_1: 4 / 7.9
nor2_1: 3 / 4.4
o21ai_0: 3 / 5.9
buf_6: 2 / 8.9
inv_1: 2 / 3.0
o21ai_1: 2 / 3.9
a211oi_1: 1 / 3.0
and2_2: 1 / 3.0
buf_4: 1 / 3.0
mux2_4: 1 / 5.9
mux2i_1: 1 / 3.9
nand3_1: 1 / 2.0
nand3b_1: 1 / 3.0
nor2b_1: 1 / 2.5
o211ai_1: 1 / 3.0
o32ai_1: 1 / 3.4
## critical path: stages
cell and delay (ns):
buf_8 0.10, buf_6 0.12, ha_4 0.16, mux2_4 0.26, nand2_2 0.06, o21ai_2 0.04, buf_2 0.11
Power and IR drop assume default switching activity.
